File: /design/flow/constraint.sdc
current_design RRSPSRAM_64_16_bussed

set clk_period 23.9
set clk_io_pct 0.2

create_clock -name clk0 -period $clk_period [get_ports {CLK}]

set non_clock_inputs [all_inputs -no_clocks]
set_input_delay [expr $clk_period * $clk_io_pct] -clock clk0 $non_clock_inputs
set_output_delay [expr $clk_period * $clk_io_pct] -clock clk0 [all_outputs]
File: /design/flow/run.sh
#!/bin/bash
# OpenROAD 26Q1-2900-gdf79404cd8, Yosys 0.63+post, stock flow scripts
make -C /OpenROAD-flow-scripts/flow DESIGN_CONFIG=/design/flow/config.mk WORK_HOME=/design/flow/orfs finish
File: /design/flow/design.v
module RRSPSRAM_64_16_bussed (CLK,A,DI,ENABLE,WE,DO);
  parameter WIDTH = 16;
  parameter DEPTH = 64;
  input              CLK;
  input [6-1 :0] A;
  input [WIDTH-1 :0] DI;
  input              ENABLE;
  input              WE;
  output [WIDTH-1 :0] DO;
  reg [WIDTH-1 :0] mem[DEPTH-1 :0];
  reg [WIDTH-1 :0] DO;
  always@(posedge CLK)
  begin
    if (ENABLE)
	  begin
	    if (WE)
		   mem[A] <= DI;
		else
		   DO <= mem[A];
	  end
  end
endmodule
File: /design/flow/config.mk
export PLATFORM = sky130hd
export DESIGN_NAME = RRSPSRAM_64_16_bussed
export DESIGN_NICKNAME = RRSPSRAM_64_16_bussed
export VERILOG_FILES = /design/flow/design.v
export SDC_FILE = /design/flow/constraint.sdc
export NUM_CORES = 4
export LEC_CHECK = 1
export CORE_UTILIZATION = 50
==> results.txt <==
run metrics: sequential area share after synthesis 78.1%, Worst-Margin Slew roughly 1.2 ns, relative slew slack 18.1%, I/O pins 41, yosys warns 1, Mapped Avg Cell Area 17.6 um2, WHS Path Cells 3, drt first pass iters 5, Final Max Slew Viols 0, max layer used met5, CP Class in2reg, Die W approximately 280 um, met3 wire len 19,800 um, GPL Wtd Cong 0.988, CTS root buf clkbuf_16, Tcrit/Tclk final 34.6%, Die H 285 um, unrepaired setup endpoints after global routing no, Leakage 14.4 nW, clk slew on worst S/H paths 0.06 ns, grt ovf 0, largest net degree at the start of global routing 95, # Max-Cap Violations 0, post-synthesis cell type count 56, cell count of the worst reg-to-reg path 5, Dominant flop cell edfxtp_1, Top cell area share 78.1%, Hold Buf Count CTS 0, clk latency of the worst-skew pair ~0.66 ns, outcome finished clean, Cells after Synth 2,272, CTS tree built, Antenna Nets Post-Route 0, post-route clock skew 0.0184 ns, Starting Density 50.6%, Synth Cell Area 40,000 um2, chip area 81,200 um2, VDD IR-drop max roughly 56 uV, residual DRC count 0, Top cells by area edfxtp_1 (78%), a221oi_1 (2.7%), mux2i_1 (2.3%), a22oi_1 (1.7%), mux2_2 (1.6%), clock sinks 1,040, yosys stat chip area 40,000 um2, routed len/inst 31.9 um, DR vias/cell 6.36, Iter 0 DRT Violations 1,827, top-count cell post-synth edfxtp_1, Fin. Hold Viols 0, Rows 103, Placed Area 41,900 um2, Endpoint, Worst Hold DO[11], most frequent cells after synthesis edfxtp_1 (1,040), nor2_1 (140), a221oi_1 (122), a22oi_1 (93), mux2i_1 (92), CTS H-Tree Depth 3, final instance area 45,200 um2, reg2reg start mem[55][5], PwrDens between 80 and 90 nW/um2, # Cells Yosys between 2,000 and 2,500, hpwl dp 66,600 um, Longest Clk Path Bufs 3, setup bufs post-CTS 0, ratio of cells with drive above 1 in the final layout 16.6%, Setup-failing EPs final 0, port buffer count 40, Final Critical Period 8.26 ns, first-pass GRT wire length 164,000 um, TNS Setup 0 ns, WP data required 24.30 ns, min-delay worst type reg2reg, hold_sp mem[44][11], FF+latch count, synth between 1,000 and 1,500, Resized cells post-CTS 0, flip-flops with a built-in enable 1,040, vias in the first global route approximately 24,000, Post-synth ARST share 0%, initial antenna violation count 5, WL final between 100,000 and 150,000 um, fmax 121 MHz, tool warnings 26, Arr. time, crit path 8.66 ns, worst r2r dst DO[5], Critical Path Sink Type register, synthesis-to-layout area growth 13.0%, met2 WL 50,900 um, wl on met1 37,600 um, Core ar. 79,100 um2, cts bufs inserted between 100 and 150, CP Launch Type input pin, all-layer global routing usage 31.7%, vias post-DR 22,373, post-synth top area cell edfxtp_1, FF-to-FF setup slack 21.10 ns, crit-path max FO 52
-- per-stage QoR --
stage / cells / utilization (%) / worst slack, ns / power, W / hold WS [ns]
after global placement: 3318 / 52.9 / 14.36 / 0.00226 / 0.698
final: 3518 / 57.1 / 15.64 / 0.00380 / 0.713
after global routing: 3518 / 57.1 / 15.62 / 0.00391 / 0.761
after detailed placement: 3321 / 52.9 / 15.04 / 0.00226 / 0.681
after floorplan: 2272 / - / 16.56 / 0.00216 / 0.639
after CTS: 3513 / 57.1 / 15.75 / 0.00382 / 0.717
-- kinds of logic after synthesis --
logic type	after synthesis	synth area share (%)
AOI/OAI and AO/OA	559	10.6
buffers and inverters	173	2.03
and+or+nand+nor	315	3.52
muxes	185	5.76
DFF	1040	78.1
-- how the worst max path moves through the flow --
stage       end  slack, ns  startpoint  depth (start not counted)
4_1_cts   DO[9]      15.75        A[2]                          9
5_1_grt   DO[9]      15.62        A[2]                          9
6_report  DO[5]      15.64        A[2]                          9
-- critical path, stage by stage --
cell and delay (ns):
clkbuf_8 0.26, buf_4 0.45, inv_2 0.28, buf_4 0.58, nor2_1 0.14, buf_4 0.26
a221oi_1 0.68, o21ai_0 0.56, or4_1 0.55
-- layout by cell type, fill, tap and decap left out, types with 14 or more instances in the layout --
| cell | netlist | routed |
|---|---|---|
| a21oi_1 | 54 | 54 |
| a221o_1 | 24 | 24 |
| a221oi_1 | 122 | 122 |
| a222oi_1 | 18 | 18 |
| a22o_1 | 63 | 63 |
| a22oi_1 | 93 | 93 |
| buf_2 | 73 | 19 |
| buf_4 | 11 | 125 |
| clkbuf_1 | 55 | 18 |
| clkbuf_16 | 0 | 106 |
| clkdlybuf4s50_1 | 0 | 21 |
| clkinv_1 | 0 | 24 |
| clkinv_2 | 0 | 21 |
| edfxtp_1 | 1040 | 1040 |
| mux2_2 | 57 | 57 |
| mux2i_1 | 92 | 92 |
| mux4_2 | 28 | 28 |
| nand2_1 | 68 | 68 |
| nand3_1 | 22 | 22 |
| nor2_1 | 140 | 138 |
| nor3_1 | 29 | 29 |
| o211ai_1 | 14 | 14 |
| o21ai_0 | 62 | 62 |
| o22ai_1 | 45 | 45 |
-- registers in the layout, summed over array words and instances, names as in the netlist --
signal and count:
DO 16, mem 1024
-- report_power, final --
group	switching [W]	leakage (nW)	total (W)	internal, W
logic	0.000145	3.47	0.000205	0.0000591
registers	0.00000452	9.36	0.00202	0.00202
clock network	0.000675	1.62	0.00158	0.000900
-- per-layer routing --
| layer | up-vias | global-route usage [%] |
|---|---|---|
| li1 | 9614 | - |
| met1 | 11157 | 43.0 |
| met2 | 1391 | 43.4 |
| met3 | 203 | 23.9 |
| met4 | 8 | 8.08 |
| met5 | - | 2.21 |
-- area by class of cell --
type | instances | area (um2)
Antenna cell | 5 | 12.5
Clock buffer | 124 | 2720
Inverter | 3 | 11.3
Sequential cell | 1040 | 31200
Timing Repair Buffer | 169 | 1300
Fill cell | 5796 | 33900
Tap cell | 1050 | 1310
Multi-Input combinational cell | 1059 | 8030
Clock inverter | 68 | 596
Power and IR drop assume default switching activity.
