===== flow/run.sh =====
#!/bin/bash
# OpenROAD 26Q1-2900-gdf79404cd8, Yosys 0.63+post, stock flow scripts
make -C /OpenROAD-flow-scripts/flow DESIGN_CONFIG=/design/flow/config.mk WORK_HOME=/design/flow/orfs finish

===== flow/config.mk =====
export PLATFORM = sky130hd
export DESIGN_NAME = idctrow
export DESIGN_NICKNAME = idctrow
export VERILOG_FILES = /design/flow/design.v
export SDC_FILE = /design/flow/constraint.sdc
export NUM_CORES = 4
export LEC_CHECK = 1
export CORE_UTILIZATION = 40

===== flow/constraint.sdc =====
current_design idctrow

set clk_period 51.3
set clk_io_pct 0.2

create_clock -name clk0 -period $clk_period

set non_clock_inputs [all_inputs -no_clocks]
set_input_delay [expr $clk_period * $clk_io_pct] -clock clk0 $non_clock_inputs
set_output_delay [expr $clk_period * $clk_io_pct] -clock clk0 [all_outputs]

===== flow/design.v =====
module idctrow(input [12-1:0] i0, input [12-1:0] i1, input [12-1:0] i2, input [12-1:0] i3,
               input [12-1:0] i4, input [12-1:0] i5, input [12-1:0] i6, input [12-1:0] i7,
               output [13-1:0] b0, output [13-1:0] b1, output [13-1:0] b2, output [13-1:0] b3,
               output [13-1:0] b4, output [13-1:0] b5, output [13-1:0] b6, output [13-1:0] b7);
wire signed [12*2-1:0] x [7:0][3:0];
assign x[0][0] = ($signed(i0) << 11) + 128;
assign x[1][0] = $signed(i4) << 11;
assign x[2][0] = $signed(i6);
assign x[3][0] = $signed(i2);
assign x[4][0] = $signed(i1);
assign x[5][0] = $signed(i7);
assign x[6][0] = $signed(i5);
assign x[7][0] = $signed(i3);
assign br = !(x[1][0] | x[2][0] | x[3][0] | x[4][0] | x[5][0] | x[6][0] | x[7][0]);
wire signed [12*2-1:0] tmp0;
wire signed [12*2-1:0] tmp1;
assign x[0][1] = x[0][0];
assign x[1][1] = x[1][0];
assign x[2][1] = x[2][0];
assign x[3][1] = x[3][0];
assign tmp0    = 565 * (x[4][0] + x[5][0]);
assign x[4][1] = tmp0 + (2841 - 565) * x[4][0];
assign x[5][1] = tmp0 - (2841 + 565) * x[5][0];
assign tmp1    = 2408 * (x[6][0] + x[7][0]);
assign x[6][1] = tmp1 - (2408 - 1609) * x[6][0];
assign x[7][1] = tmp1 - (2408 + 1609) * x[7][0];
wire signed [12*2-1:0] tmp2;
wire signed [12*2-1:0] tmp3;
assign x[0][2] = x[0][1] - x[1][1];
assign x[1][2] = x[4][1] + x[6][1];
assign tmp2 = 1108 * (x[3][1] + x[2][1]);
assign x[2][2] = tmp2 - (2676 + 1108) * x[2][1];
assign x[3][2] = tmp2 + (2676 - 1108) * x[3][1];
assign x[4][2] = x[4][1] - x[6][1];
assign x[5][2] = x[5][1] - x[7][1];
assign x[6][2] = x[5][1] + x[7][1];
assign x[7][2] = x[7][1];
assign tmp3 = x[0][1] + x[1][1];
wire signed [12*2-1:0] tmp4;
assign x[0][3] = x[0][2] - x[2][2];
assign x[1][3] = x[1][2];
assign x[2][3] = (181 * (x[4][2] + x[5][2]) + 128) >>> 8;
assign x[3][3] = x[0][2] + x[2][2];
assign x[4][3] = (181 * (x[4][2] - x[5][2]) + 128) >>> 8;
assign x[5][3] = x[5][2];
assign x[6][3] = x[6][2];
assign x[7][3] = tmp3 +  x[3][2];
assign tmp4    = tmp3 - x[3][2];
wire signed [12*2-1:0] tmp5;
assign tmp5 = $signed(i0) << 3;
assign b0 = br ? tmp5[13-1:0] : (x[7][3] + x[1][3]) >>> 8;
assign b1 = br ? tmp5[13-1:0] : (x[3][3] + x[2][3]) >>> 8;
assign b2 = br ? tmp5[13-1:0] : (x[0][3] + x[4][3]) >>> 8;
assign b3 = br ? tmp5[13-1:0] : (   tmp4 + x[6][3]) >>> 8;
assign b4 = br ? tmp5[13-1:0] : (   tmp4 - x[6][3]) >>> 8;
assign b5 = br ? tmp5[13-1:0] : (x[0][3] - x[4][3]) >>> 8;
assign b6 = br ? tmp5[13-1:0] : (x[3][3] - x[2][3]) >>> 8;
assign b7 = br ? tmp5[13-1:0] : (x[7][3] - x[1][3]) >>> 8;
endmodule  
module idctcol(input [13-1:0] i0, input [13-1:0] i1, input [13-1:0] i2, input [13-1:0] i3,
               input [13-1:0] i4, input [13-1:0] i5, input [13-1:0] i6, input [13-1:0] i7,
               output [9-1:0] b0, output [9-1:0] b1, output [9-1:0] b2, output [9-1:0] b3,
               output [9-1:0] b4, output [9-1:0] b5, output [9-1:0] b6, output [9-1:0] b7);
wire signed [13*2-1:0] x [7:0][3:0];
assign x[0][0] = ($signed(i0) << 8) + 8192;
assign x[1][0] = $signed(i4) << 8;
assign x[2][0] = $signed(i6);
assign x[3][0] = $signed(i2);
assign x[4][0] = $signed(i1);
assign x[5][0] = $signed(i7);
assign x[6][0] = $signed(i5);
assign x[7][0] = $signed(i3);
assign br = !(x[1][0] | x[2][0] | x[3][0] | x[4][0] | x[5][0] | x[6][0] | x[7][0]);
wire signed [13*2-1:0] tmp0;
wire signed [13*2-1:0] tmp1;
assign x[0][1] = x[0][0];
assign x[1][1] = x[1][0];
assign x[2][1] = x[2][0];
assign x[3][1] = x[3][0];
assign tmp0    = 565 * (x[4][0] + x[5][0]) + 4;
assign x[4][1] = (tmp0 + (2841 - 565) * x[4][0]) >>> 3;
assign x[5][1] = (tmp0 - (2841 + 565) * x[5][0]) >>> 3;
assign tmp1    = 2408 * (x[6][0] + x[7][0]) + 4;
assign x[6][1] = (tmp1 - (2408 - 1609) * x[6][0]) >>> 3;
assign x[7][1] = (tmp1 - (2408 + 1609) * x[7][0]) >>> 3;
wire signed [13*2-1:0] tmp2;
wire signed [13*2-1:0] tmp3;
assign x[0][2] = x[0][1] - x[1][1];
assign x[1][2] = x[4][1] + x[6][1];
assign tmp2 = 1108 * (x[3][1] + x[2][1]) + 4;
assign x[2][2] = (tmp2 - (2676 + 1108) * x[2][1]) >>> 3;
assign x[3][2] = (tmp2 + (2676 - 1108) * x[3][1]) >>> 3;
assign x[4][2] = x[4][1] - x[6][1];
assign x[5][2] = x[5][1] - x[7][1];
assign x[6][2] = x[5][1] + x[7][1];
assign x[7][2] = x[7][1];
assign tmp3 = x[0][1] + x[1][1];
wire signed [13*2-1:0] tmp4;
assign x[0][3] = x[0][2] - x[2][2];
assign x[1][3] = x[1][2];
assign x[2][3] = (181 * (x[4][2] + x[5][2]) + 128) >>> 8;
assign x[3][3] = x[0][2] + x[2][2];
assign x[4][3] = (181 * (x[4][2] - x[5][2]) + 128) >>> 8;
assign x[5][3] = x[5][2];
assign x[6][3] = x[6][2];
assign x[7][3] = tmp3 + x[3][2];
assign tmp4    = tmp3 - x[3][2];
wire signed [9-1:0] tmp5 = iclp13(($signed(i0) + 32) >>> 6);
assign b0 = br ? tmp5 : iclp13((x[7][3] + x[1][3]) >>> 14);
assign b1 = br ? tmp5 : iclp13((x[3][3] + x[2][3]) >>> 14);
assign b2 = br ? tmp5 : iclp13((x[0][3] + x[4][3]) >>> 14);
assign b3 = br ? tmp5 : iclp13((   tmp4 + x[6][3]) >>> 14);
assign b4 = br ? tmp5 : iclp13((   tmp4 - x[6][3]) >>> 14);
assign b5 = br ? tmp5 : iclp13((x[0][3] - x[4][3]) >>> 14);
assign b6 = br ? tmp5 : iclp13((x[3][3] - x[2][3]) >>> 14);
assign b7 = br ? tmp5 : iclp13((x[7][3] - x[1][3]) >>> 14);
function [9-1:0] iclp13;
  input [12:0] in;
  begin
    if (in[12] == 1 && in[11:8] != 4'hF)
      iclp13 = 9'h80;
    else if (in[12] == 0 && in[11:8] != 0)
      iclp13 = 9'h7F;
    else
      iclp13 = in[9-1:0];
  end
endfunction
endmodule  

==> changes_impl.md <==
## Flow update

* Crit path DRT at ~41 ns
* Crit path from: i3[1]
* Dominant comb cell: adder cells
* Mux frac, synth at less than 1%
* Drt pass-1 iters at 5
* Complex Gates by Area at between 10% and 20%
* Global route hottest layer: met2
* Pwr Density at 6510 mW/mm2
* Max Clk Rate at roughly 25 MHz
* Yosys top cell by area: ha_1
* Fin Setup TNS at 0 ns
* Critical path launch point type: primary input
* Site Rows at 125
* Top cell type's share of synthesized area at 34.1%
* Worst slew pin tran at between 0.8 and 0.9 ns
* Hold Fails Final Rpt at 0
* Yosys xor share at 11.5%
* Vias per cell at around 5.1
* PostCTS Resize Cnt at 0
* Simple share at about 10%
* Vias in the first global route at 36146
* Avg Cell Area, Syn at 8.42 um2
* P_sw at between 150 and 200 mW
* Status: finished, final reports clean
* Slowest-stage cell, CP: clkdlybuf4s50_1
* Iteration-0 DRC Markers at about 1800
* Flop count at 0
* Cell Int Power at roughly 150 mW
* Placed cell count at around 7300
* Layout cells sized above 1 at 1.96%
* Core Util at FP at between 40% and 50%
* Met2 Use GR at between 30% and 40%
* Clock Buffer Count at 0
* Die H at around 350 um
* Yosys Chip Area at 0.0474 mm2
* Crit-path max FO at 8
* Unique cell type count in the Yosys netlist at a little under 90
* Final Max Slew Viols at 0
* Die area at around 0.12 mm2
* Largest net degree at the start of global routing at roughly 63
* # DRC at 0
* Crit path time final at between 40 and 50 ns
* Yosys Instances at 5635
* Register area share after synthesis at 0%
* I/O pin total at about 200
* Fill count at roughly 11000
* Critical path class: in2out
* Top cells by area: ha_1 34%, fa_1 20%, inv_1 8.4%, xnor2_1 8.0%, a21oi_1 3.9%
* Crit path max-delay family: adder cells
* Yosys adder share at 54.1%
* Routing usage on met3 at around 3.5%
* Final ANT Viol Nets at 0
* Cts hold-fix bufs at 0
* Worst min-delay path category: in2out
* Synthesized cell area at roughly 0.047 mm2
* Max-Slew Margin vs Limit at between 40% and 50%
* Unrepaired setup endpoints after global routing: false
* Antenna violations before repair at 6
* Critical Path AT at approximately 30 ns
* Port Buffers at 198
* WP buf/inv at 8
* Total global-route track usage at between 20% and 30%
* First-pass GRT wire length at roughly 210 mm
* Log Warnings at approximately 290
* Net Sw Frac at between 50% and 60%
* Worst hold start: i0[0]
* Yosys warns at 2
* Routed wire length at about 130 mm
* M1 GR Usage at between 30% and 40%
* Core area at 0.117 mm2
* CP Capture Type: primary output
* RD Place Congestion at 0.994
* CP max stage delay at around 0.75 ns
* Via count at ~37000
* Max VDD drop at approximately 5.4 mV
* Leak pwr at between 20 and 30 nW
* Die width at approximately 350 um
* Wire per inst at ~18 um
* Non-Filler Instances at about 7300
* HPWL after DPL at about 120 mm
* Final period util at 79.1%
* Grt total ovfl at 0
* Setup Fix Bufs, Post-CTS at 0
* Syn Inst Count at roughly 5600
* CP most frequent cell: ha_1
* Max Cap Viol at 0
* Total area of sequential cells at 0 um2
* Final setup viols at 0
* Area grow syn2layout at 8.32%
cells in the mapped netlist (41+ instances only):
library cell and count:
o21ai_0 208, nor2_1 389, fa_1 474, xor2_1 157, inv_1 1061, nand3_1 53, a21o_1 115, a21oi_1 368
nor3_1 101, clkbuf_1 59, o21a_1 48, ha_1 1294, nand2b_1 41, xnor2_1 432, nor2b_1 71, nand2_1 173
o21bai_1 103
path summary, 6_finish.rpt:
path                     end  slack (ns)  depth (start not counted)
worst max-delay path  b6[12]       10.73                         66
worst min-delay path   b2[3]       21.72                          4
per-stage QoR:
stage | power (mW) | setup WS, ns | utilization (%) | cell area, um2 | hold slack, ns
finish | 335 | 10.73 | 44.0 | 51400 | 21.72
global route | 351 | 9.61 | 44.0 | 51400 | 21.75
CTS | 335 | 10.51 | 44.0 | 51400 | 21.73
detailed placement | 335 | 10.54 | 44.0 | 51400 | 21.73
global placement | 332 | 10.56 | 44.0 | 51400 | 21.72
floorplan | 300 | 15.02 | - | 47400 | 20.61
power by group through the flow:
stage | combinational, mW | sequential (mW) | clock (mW)
CTS | 335 | 0 | 0
global route | 351 | 0 | 0
layout make-up:
class	count	area, um2	share of cell area [%]
timing repair buffer	238	2280	4.44
inverter	1061	3980	7.75
antenna	3	7.51	0.0146
multi-input combinational	4509	43200	84.1
tap	1524	1910	3.71
cell usage in the layout, fill, tap and decap left out, drive strengths merged, types with 11 or more instances in the layout:
master / instances
nor4: 22
or3: 31
nand2: 173
and3: 34
buf: 40
ha: 1294
nand3: 54
inv: 1061
a21oi: 369
a21o: 117
o21a: 48
or2: 27
a211o: 11
a31oi: 33
nand4: 11
o211ai: 18
nor3: 101
o21ai: 214
o31ai: 21
mux2i: 13
a211oi: 29
nor2: 390
o21bai: 103
fa: 474
xnor2: 436
clkdlybuf4s50: 198
nand2b: 42
xor2: 158
nor2b: 72
and2: 12
nor3b: 14
a21boi: 33
o41ai: 13
cells by family (layout without fill, tap and decap cells):
| family | count (synthesis) | after routing |
|---|---|---|
| AOI/OAI and AO/OA | 1104 | 1104 |
| xor gates and xnor gates | 603 | 603 |
| adders and majority gates | 1768 | 1768 |
| buffers and inverters | 1126 | 1299 |
| muxes | 21 | 21 |
| other | 0 | 3 |
| and+or+nand+nor | 1013 | 1013 |
worst min-delay path, cell delays in order:
cell	delay, ns
clkdlybuf4s50_1	0.52
nand2_1	0.16
o21ai_0	0.10
clkdlybuf4s50_1	0.41
per-layer routing:
| layer | part of all wire (%) | vias to the layer above |
|---|---|---|
| li1 | - | 19136 |
| met4 | 1.1 | 4 |
| met2 | 45 | 622 |
| met5 | 0.020 | - |
| met3 | 5.1 | 50 |
| met1 | 48 | 17515 |
Power and IR drop assume default switching activity.
